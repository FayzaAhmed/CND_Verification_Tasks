**/design/flow/design.v**
```verilog
module FSM ( input  in,
            input  clk, 
            input  reset,
            output reg [2:0] out );
  typedef enum { S0=0, S1, S2, S3} states;
  states current_state, next_state;
  always @(posedge clk, posedge reset) begin
    if(reset)   current_state<= S0;
    else        current_state<=next_state;
  end 
  always @(*) begin
    case(current_state)
      S0: begin
        if(in==1)   next_state = S1;
        else        next_state =S0;
      end
      S1: begin
        next_state =S2; 
      end      
      S2: begin
        if(in==1)   next_state = S3;
        else        next_state =S1;
      end
      S3: begin
          next_state =S0; 
      end 
      default: next_state= S0;      
    endcase
  end
always @(*)  begin 
  case(current_state)       
    S0: out=3'b000;
    S1: out=3'b001;
    S2: out=3'b011;
    S3: out=3'b111;
    default: out=3'b000;
  endcase
end
endmodule
```
**/design/flow/constraint.sdc**
```tcl
current_design FSM

set clk_period 1.3
set clk_io_pct 0.2

create_clock -name clk0 -period $clk_period [get_ports {clk}]

set non_clock_inputs [all_inputs -no_clocks]
set_input_delay [expr $clk_period * $clk_io_pct] -clock clk0 $non_clock_inputs
set_output_delay [expr $clk_period * $clk_io_pct] -clock clk0 [all_outputs]
```
**/design/flow/run.sh**
```bash
#!/bin/bash
# OpenROAD 26Q1-2900-gdf79404cd8, Yosys 0.63+post, stock flow scripts
make -C /OpenROAD-flow-scripts/flow DESIGN_CONFIG=/design/flow/config.mk WORK_HOME=/design/flow/orfs finish
```
**/design/flow/config.mk**
```make
export PLATFORM = sky130hd
export DESIGN_NAME = FSM
export DESIGN_NICKNAME = FSM
export VERILOG_FILES = /design/flow/design.v
export SDC_FILE = /design/flow/constraint.sdc
export NUM_CORES = 4
export LEC_CHECK = 1
export CORE_AREA = 10 10 70 70
export DIE_AREA = 0 0 80 80
```
==> impl_metrics.ini <==
; synthesis and place-and-route metrics
[outcome]
outcome = complete, but fails checks
violations = negative setup slack

[setup_path]
arrival_ns = 1.08
worstPathCellList = or3_1 > buf_2
r2r_setup_slack_ns = 0.16
cp_slowest_cell = or3_1
worstPathRequired_ns = 1.04
path_buffers = 1
r2r-start = current_state[1]
path_class = reg2out
crit_family = simple AND/OR/NAND/NOR gates
cp_max_fo = 2
critPathLaunch = current_state[2]
cpPeakStageDelay_ns = 0.37
worst_setup_path_start_kind = flip-flop
r2r-end = current_state[2]
end_kind = primary output
ff2ff_path_depth = 4

[detailed_routing]
drt_iter0_drc = 7
antenna_cells = 0
post_drt_wl_per_cell_um = 6.01
antenna_left = 0
via_count = 123
routed_wl_um = 421
viasPerCell = 1.76
firstDrtPassIters = 2
route.detailed.drc = 0

[clock_network]
clk_path_buf_depth = 2
cts_tree = built
cts_hold_buf = 0
clkLatencyLatePin_ns = 0.24
cts_buffers = 3
clk_pin_slew_ns = 0.04
ctsHtreeMaxLevel = 1
cts.sinks = 4
root_buffer = clkbuf_4

[power_and_ir_drop]
power_uw = 310
ir_worst_vdd_mv = 0.145
power.density_nw_per_um2 = 1030
leakage_nw = 0.160

[global_route]
globalRoute.busiestLayer = met3
use_met1_pct = 1.27
overflow = 0
grt_max_degree = 5
first_global_vias = 151
grt_pass1_wl_um = 696
grt_util_met3_pct = 3.07
track_usage_pct = 1.55
use_met2_pct = 1.44
antenna_found_initial = 0

[synth]
post_synth.cell_area_avg_um2 = 12.6
synth_stat.cells = 12
yosys_area_um2 = 151
topCellsByArea = dfrtp_1 (50%), dfstp_2 (17%), mux2_1 (7.4%)
synth_cells = 12
ys_warn_count = 1
synth_cell_types = 9
synth-seq-area-share_pct = 66.9
synth_area_um2 = 151
yosysMostFrequentCell = dfrtp_1
yosys.area.top_type_share_pct = 49.6
yosys.area.top_type = dfrtp_1
synthArstFlopShare_pct = 100
synthFlopType = dfrtp_1
ys_ff = 4
synth-edff-count = 0
common_cells = dfrtp_1 (3), inv_1 (2)

[timing]
fin_crit_sh_pct = 103
worst_pin_slew_ns = 0.147
hold_violations = 0
fmax_mhz = 745
rsz0062_at_grt = yes
hold_slack_ns = 0.203
slew_viol_final = 0
relSlewSlack_pct = 90.2
worst_slack_ns = -0.0418
skew_ns = 0.00547
setup_viol = 2
post-route-min-period_ns = 1.34

[flow_run]
cap_violations = 0
warnings = 27

[finish]
instances_no_fill = 70
drive_above_1_share_pct = 45.8
largest-register = current_state
reg_top3 = current_state (4)
largest_reg_flops = 4
syn2layout_area_growth_pct = 98.3

[die]
io_pins = 6
die_area_um2 = 6400
fp_util_pct = 4.43
die_h_um = 80
rows = 21
core_um2 = 3420
die_w_um = 80

[placed_design]
pre_cts_slack_ns = -0.101
placedCellCount = 64
io_buffers = 5
hpwl_um = 313
gp_routability_congestion = 0.614

[worst_hold_path]
min_path_type = in2async
## per-stage QoR
stage / setup TNS (ns) / instance area (µm²) / utilization (%)
6_report: -0.0540 / 300 / 8.79
5_1_grt: -0.165 / 300 / 8.79
4_1_cts: -0.0949 / 300 / 8.79
2_1_floorplan: 0 / 151 / -
3_5_place_dp: -0.101 / 270 / 7.91
3_3_place_gp: -0.0834 / 270 / 7.91
## what timing repair did
item                       CTS  global route
buffers inserted             2             0
hold endpoints to repair     0             0
setup endpoints to repair    3             2
resized                      7             0
pin swaps                    2             1
gates cloned                 0             0
## power breakdown
group | total [mW] | internal, mW | switching (mW) | leakage, nW
clock | 0.174 | 0.116 | 0.0583 | 0.0150
combinational | 0.0105 | 0.00605 | 0.00440 | 0.0932
sequential | 0.125 | 0.125 | 0 | 0.0522
total | 0.310 | 0.247 | 0.0627 | 0.160
## placed cells by master (no fill, tap or decap)
master / n
inv_1: 2
dfstp_2: 1
dlygate4sd2_1: 1
a21o_1: 1
clkbuf_1: 1
or2_1: 1
and2_2: 1
clkbuf_4: 3
buf_2: 2
mux2_1: 1
dfrtp_1: 3
clkdlybuf4s50_1: 2
buf_4: 4
or3_1: 1
## cell type report
cell class,instances,area [µm²]
repair buffers,9,68.8
multi-input cells,5,38.8
flip-flops and latches,4,101
clock buffers,4,26.3
well taps,46,57.6
fillers,404,3120
inverters,2,7.51
## cells by family (layout without fill, tap and decap cells)
group | after synthesis | in the layout | synth area share, %
buffers and inverters | 3 | 15 | 7.44
multiplexers | 1 | 1 | 7.44
AND-OR/OR-AND | 1 | 1 | 4.96
flip-flops | 4 | 4 | 66.9
AND/OR/NAND/NOR | 3 | 3 | 13.2
## how the worst max path moves through the flow
stage / end / slack [ns] / cells past startpoint
after CTS: out[0] / -0.07 / 2
after global routing: out[0] / -0.1 / 2
final: out[0] / -0.04 / 2
## layer usage
metal	up-vias	part of all wire [%]
li1	60	-
met1	55	39
met2	8	29
met3	0	32
met4	0	0
met5	-	0
Power is estimated from default activity; no workload was simulated.
